<file path="/design/flow/design.v">
module And(
	input a,
	input b,
	output out
);
	wire temp;
	Nand NAND1(.a(a),.b(b),.out(temp));
	Not NOT1(.in(temp),.out(out));
endmodule
module DMux(
	input in,
	input sel,
    output a,
	output b
);
	wire not_sel;
	wire x; wire y;
	Not NOT_1(.in(sel), .out(not_sel));
	And AND_1(.a(in), .b(not_sel), .out(a));
	And AND_2(.a(in), .b(sel), .out(b));
endmodule
module Mux(
	input a,
	input b,
	input sel,
	output out
);
	wire not_sel;
	wire x; wire y;
	Not NOT_1(.in(sel), .out(not_sel));
	And AND_1(.a(a), .b(not_sel), .out(x));
	And AND_2(.a(b), .b(sel), .out(y));
	Or OR_1(.a(x), .b(y), .out(out));
endmodule
module Mux16(
	input [15:0] a,
	input [15:0] b,
   	input sel,
	output [15:0] out
);
	Mux MUX_1(.a(a[0]), .b(b[0]), .sel(sel), .out(out[0]));
	Mux MUX_2(.a(a[1]), .b(b[1]), .sel(sel), .out(out[1]));
	Mux MUX_3(.a(a[2]), .b(b[2]), .sel(sel), .out(out[2]));
	Mux MUX_4(.a(a[3]), .b(b[3]), .sel(sel), .out(out[3]));
	Mux MUX_5(.a(a[4]), .b(b[4]), .sel(sel), .out(out[4]));
	Mux MUX_6(.a(a[5]), .b(b[5]), .sel(sel), .out(out[5]));
	Mux MUX_7(.a(a[6]), .b(b[6]), .sel(sel), .out(out[6]));
	Mux MUX_8(.a(a[7]), .b(b[7]), .sel(sel), .out(out[7]));
	Mux MUX_9(.a(a[8]), .b(b[8]), .sel(sel), .out(out[8]));
	Mux MUX_10(.a(a[9]), .b(b[9]), .sel(sel), .out(out[9]));
	Mux MUX_11(.a(a[10]), .b(b[10]), .sel(sel), .out(out[10]));
	Mux MUX_12(.a(a[11]), .b(b[11]), .sel(sel), .out(out[11]));
	Mux MUX_13(.a(a[12]), .b(b[12]), .sel(sel), .out(out[12]));
	Mux MUX_14(.a(a[13]), .b(b[13]), .sel(sel), .out(out[13]));
	Mux MUX_15(.a(a[14]), .b(b[14]), .sel(sel), .out(out[14]));
	Mux MUX_16(.a(a[15]), .b(b[15]), .sel(sel), .out(out[15]));
endmodule
module Nand(
	input a,
	input b,
	output out
);
	nand(out,a,b);
endmodule
module Not(
	input in,
	output out
);
	Nand NAND(.a(in),.b(in),.out(out));
endmodule
module Or(
	input a,
	input b,
	output out
);
	wire temp;
	wire temp2;
	Not NOT1(.in(a),.out(temp));
	Not NOT2(.in(b),.out(temp2));
	Nand NAND1(.a(temp),.b(temp2),.out(out));
endmodule
module RAM256(
	input clk,
	input [7:0] address,
	input [15:0] in,
	input load,
	output [15:0] out
);
	reg [15:0] regRAM [0:255]; 
	always @(posedge clk)
		if (load) regRAM[address[7:0]] <= in;
	assign out = regRAM[address[7:0]];
endmodule
module DMux16 (
	input [15:0] in,
	input sel,
	output [15:0] a,
	output [15:0] b
);
	DMux DMUX_1(.in(in[0]), .sel(sel), .a(a[0]), .b(b[0]));
	DMux DMUX_2(.in(in[1]), .sel(sel), .a(a[1]), .b(b[1]));
	DMux DMUX_3(.in(in[2]), .sel(sel), .a(a[2]), .b(b[2]));
	DMux DMUX_4(.in(in[3]), .sel(sel), .a(a[3]), .b(b[3]));
	DMux DMUX_5(.in(in[4]), .sel(sel), .a(a[4]), .b(b[4]));
	DMux DMUX_6(.in(in[5]), .sel(sel), .a(a[5]), .b(b[5]));
	DMux DMUX_7(.in(in[6]), .sel(sel), .a(a[6]), .b(b[6]));
	DMux DMUX_8(.in(in[7]), .sel(sel), .a(a[7]), .b(b[7]));
	DMux DMUX_9(.in(in[8]), .sel(sel), .a(a[8]), .b(b[8]));
	DMux DMUX_10(.in(in[9]), .sel(sel), .a(a[9]), .b(b[9]));
	DMux DMUX_11(.in(in[10]), .sel(sel), .a(a[10]), .b(b[10]));
	DMux DMUX_12(.in(in[11]), .sel(sel), .a(a[11]), .b(b[11]));
	DMux DMUX_13(.in(in[12]), .sel(sel), .a(a[12]), .b(b[12]));
	DMux DMUX_14(.in(in[13]), .sel(sel), .a(a[13]), .b(b[13]));
	DMux DMUX_15(.in(in[14]), .sel(sel), .a(a[14]), .b(b[14]));
	DMux DMUX_16(.in(in[15]), .sel(sel), .a(a[15]), .b(b[15]));
endmodule
module RAM512(
	input clk,
	input [8:0] address,
	input [15:0] in,
	input load,
	output [15:0] out
);
	wire [15:0] ram0, ram1;
	wire load1, load2;
	wire [15:0] out1, out2;
	DMux16 DMUX_1(.in(in), .sel(address[8]), .a(ram0), .b(ram1));
	DMux DMUX_2(.in(load), .sel(address[8]), .a(load1), .b(load2));
	RAM256 RAM_1(.clk(clk), .address(address[7:0]), .in(ram0), .load(load1), .out(out1));
	RAM256 RAM_2(.clk(clk), .address(address[7:0]), .in(ram1), .load(load2), .out(out2));
	Mux16 MUX_1(.a(out1), .b(out2), .sel(address[8]), .out(out));
endmodule
</file>
<file path="/design/flow/config.mk">
export PLATFORM = sky130hd
export DESIGN_NAME = RAM512
export DESIGN_NICKNAME = RAM512
export VERILOG_FILES = /design/flow/design.v
export SDC_FILE = /design/flow/constraint.sdc
export NUM_CORES = 4
export LEC_CHECK = 1
export CORE_UTILIZATION = 50
export SYNTH_MEMORY_MAX_BITS = 65536
</file>
<file path="/design/flow/constraint.sdc">
current_design RAM512

set clk_period 86.6
set clk_io_pct 0.2

create_clock -name clk0 -period $clk_period [get_ports {clk}]

set non_clock_inputs [all_inputs -no_clocks]
set_input_delay [expr $clk_period * $clk_io_pct] -clock clk0 $non_clock_inputs
set_output_delay [expr $clk_period * $clk_io_pct] -clock clk0 [all_outputs]
</file>
<file path="/design/flow/run.sh">
#!/bin/bash
# OpenROAD 26Q1-2900-gdf79404cd8, Yosys 0.63+post, stock flow scripts
make -C /OpenROAD-flow-scripts/flow DESIGN_CONFIG=/design/flow/config.mk WORK_HOME=/design/flow/orfs finish
</file>
==> out/results.ini <==
[worst_hold_path]
hp-start=address[8]
hold_depth=2
hp-class=primary input to flop
holdPathEnd=RAM_2.regRAM[84][3]$_DFFE_PP_

[cells_and_area]
postLayoutCoreUtil_pct=57.0
drive_above_1_share_pct=28.9
syn_to_final_growth_pct=13.3

[yosys]
ff_type=edfxtp_1
synth_seq_share_pct=78.3
synth_flops=8192
ys_warn_count=1
synth_adder_area_share_pct=0
simple_gate_share_pct=1.48
edf_count=8192
yosys_cells=13800
ys_sh_mux_pct=16.3
synthCells=13800
async_flop_share_pct=0
aoi_share_pct=2.41
synth_chip_area_um2=314000
synth_area_um2=314000
synth-xor-area-share_pct=0
syn_avg_cell_area_um2=22.8
ys_top_logic_family=multiplexers
synth_cell_types=64

[sta]
max_freq_ghz=0.0226
hold_violations=0
period_minus_slack_ps=44340
finalSetupViolCount=0
period_used_pct=51.2
rsz0062_at_grt=no
final_max_slew_viol_count=0
tightest_slew_ps=1480
maxSlewHeadroom_pct=0.664
tns_ps=0

[cts]
postCtsResizedCells=0
cts_sinks=8192
cts_root_buffer=clkbuf_16
htree_levels=6
cts_tree=done
hold_buffers=0
cts_made_buffers=806
cts_setup_buffers=0
clkTransAtPathRegs_ps=60
clockBufferDepth=4

[die]
io_pins=43
coreArea_um2=625000
die_h_um=795
row_count=290
chipArea_um2=631000
fp.dieW_um=795
fp_util_pct=50.3

[worst_setup_path]
crit_slowest_cell=a221oi_1
cp-end-kind=output port
cp-start-kind=primary input
crit_required_ps=69280
worstPathCellList=buf_16 -> buf_4 -> buf_4 -> buf_4 -> buf_4 -> buf_4 -> buf_4 -> buf_4 -> buf_4 -> buf_4 -> mux4_2 -> a22oi_1 -> a21oi_1 -> or4_1 -> a221oi_1 -> buf_4 -> a2bb2oi_1 -> buf_4 -> clkdlybuf4s50_1
crit_family=buffers and inverters
crit_arrival_ps=27020
critPathMaxStageDelay_ps=970
critical_path_buf_inv_count=13
critPathKind=primary input to output port
critPathMostFrequentCell=buf_4
crit_path_max_fanout=67

[global_route]
first_global_vias=170000
grt_pass1_wl_mm=1280
gr-total-overflow=0
grt_max_degree=118
grt_use_total_pct=33.4
antenna_found_initial=75

[flow_run]
warnings=50
cap_viol_max_count=1

[run_status]
failed_checks=capacitance limit
status=finished, violations left

[route]
vias=152000
drt_iter0_markers=10400
dr_wl_met2_mm=418
maxUsedRoutingLayer=met5
wire_per_inst_um=38.4
antenna_left=0
routed_wl_mm=923
drt-met1-wl_mm=246
first_pass_iters=6
wl_met3_mm=202
via_per_inst=6.32
route.detailed.drc=0

[power_and_ir_drop]
sequentialPowerShare_pct=53.3
power-per-cell-area_nw_per_um2=23.0
combPwrFrac_pct=5.1
p_leak_uw=0.101
p_clk_share_pct=41.6
vdd_drop_max_uv=24.6
p_sw_uw=1760
sw_frac_of_total_pct=21.5
internal_power_uw=6430

[place]
dp_hpwl_mm=573
routabilityCongestion=0.913
numPortBuffers=42

==> layout make-up <==
cell class	count	area [um2]
Antenna cell	109	273
Clock buffer	1002	21200
Clock inverter	481	4610
Fill cell	43700	269000
Inverter	2	15.0
Multi-Input combinational cell	4762	64100
Sequential cell	8192	246000
Tap cell	8322	10400
Timing Repair Buffer	1182	9270
==> Yosys cell counts (all sizes together) (4+ instances only) <==
| library cell | instances | area share, % |
|---|---|---|
| edfxtp | 8192 | 78 |
| mux4 | 2003 | 14 |
| nor2 | 608 | 0.73 |
| buf | 541 | 1.1 |
| mux2i | 492 | 1.6 |
| clkbuf | 302 | 0.36 |
| o22ai | 259 | 0.52 |
| a22oi | 249 | 0.60 |
| nand2 | 172 | 0.21 |
| a21oi | 169 | 0.27 |
| mux2 | 105 | 0.38 |
| nand3 | 81 | 0.13 |
| a211oi | 78 | 0.19 |
| o21ai | 70 | 0.11 |
| nor2b | 55 | 0.11 |
| o221ai | 46 | 0.13 |
| a221oi | 39 | 0.11 |
| a22o | 35 | 0.098 |
| a31oi | 33 | 0.066 |
| nor3 | 31 | 0.049 |
| nor4 | 26 | 0.054 |
| and2 | 24 | 0.048 |
| a311oi | 19 | 0.053 |
| o211ai | 16 | 0.038 |
| nand4 | 15 | 0.030 |
| o22a | 15 | 0.042 |
| nand2b | 13 | 0.026 |
| o32ai | 12 | 0.033 |
| o32a | 10 | 0.032 |
| or3 | 9 | 0.018 |
| nand3b | 7 | 0.017 |
| and3 | 6 | 0.012 |
| o2111ai | 6 | 0.017 |
| or3b | 6 | 0.017 |
| a2111oi | 5 | 0.016 |
| a2bb2oi | 5 | 0.014 |
| or2 | 5 | 0.010 |
| a211o | 4 | 0.011 |
| a221o | 4 | 0.013 |
| o31a | 4 | 0.011 |
==> per-layer routing <==
metal	track usage [%]	up-vias
li1	-	61300
met1	35.8	76200
met2	45.1	12500
met3	31.8	2016
met4	13.9	153
met5	5.41	-
==> worst max path at each step <==
| stage | start | end | slack (ps) | depth (start not counted) |
|---|---|---|---|---|
| 4_1_cts | address[0] | out[10] | 41960 | 19 |
| 5_1_grt | address[0] | out[10] | 41480 | 19 |
| 6_report | address[0] | out[10] | 42260 | 19 |
==> stage by stage <==
step,setup WS (ps),total power [uW],hold WS (ps),std cells,area [um2]
3_3_place_gp,42020,4860,18210,22500,330000
3_5_place_dp,42000,4860,18230,22500,330000
2_1_floorplan,49670,4680,18000,13800,314000
4_1_cts,41960,8230,16990,23900,356000
5_1_grt,41480,8400,17050,24000,356000
6_report,42260,8200,17040,24100,356000
==> power groups by stage <==
stage	sequential, uW	combinational [uW]	clock, uW
after CTS	4370	413	3450
after global routing	4370	435	3600
final	4370	417	3410
==> logic make-up after synthesis <==
family / after synthesis
AND-OR/OR-AND: 1094
buffers and inverters: 845
flip-flops: 8192
multiplexers: 2600
AND/OR/NAND/NOR: 1068
==> flip-flops by register name (all words and copies together), names as in the netlist <==
| signal | count |
|---|---|
| RAM_1.regRAM | 4096 |
| RAM_2.regRAM | 4096 |
==> cell usage in the layout (no fill, tap or decap), types with 35 or more instances in the layout <==
cell          n
a211oi_1     75
a21oi_1     169
a221oi_1     39
a22o_1       35
a22oi_1     249
buf_4      1122
bufinv_16    71
clkbuf_1    184
clkbuf_16   818
clkinv_1    196
clkinv_2    146
diode_2     109
edfxtp_1   8192
mux2_2      105
mux2i_1     492
mux4_2     2003
nand2_1     157
nand3_1      75
nor2_1      553
nor2_2       48
o21ai_0      69
o221ai_1     45
o22ai_1     259
Power figures rest on the tool's default switching activity, not on a simulated workload.
