==> flow/design.v <==
module Nand(
	input a,
	input b,
	output out
);
	nand(out,a,b);
endmodule
module Not(
	input in,
	output out
);
	Nand NAND(.a(in),.b(in),.out(out));
endmodule
module Or(
	input a,
	input b,
	output out
);
	wire temp;
	wire temp2;
	Not NOT1(.in(a),.out(temp));
	Not NOT2(.in(b),.out(temp2));
	Nand NAND1(.a(temp),.b(temp2),.out(out));
endmodule
module Or16(
	input [15:0] a,
	input [15:0] b,
	output [15:0] out
);
	Or OR_1(.a(a[0]), .b(b[0]), .out(out[0]));
	Or OR_2(.a(a[1]), .b(b[1]), .out(out[1]));
	Or OR_3(.a(a[2]), .b(b[2]), .out(out[2]));
	Or OR_4(.a(a[3]), .b(b[3]), .out(out[3]));
	Or OR_5(.a(a[4]), .b(b[4]), .out(out[4]));
	Or OR_6(.a(a[5]), .b(b[5]), .out(out[5]));
	Or OR_7(.a(a[6]), .b(b[6]), .out(out[6]));
	Or OR_8(.a(a[7]), .b(b[7]), .out(out[7]));
	Or OR_9(.a(a[8]), .b(b[8]), .out(out[8]));
	Or OR_10(.a(a[9]), .b(b[9]), .out(out[9]));
	Or OR_11(.a(a[10]), .b(b[10]), .out(out[10]));
	Or OR_12(.a(a[11]), .b(b[11]), .out(out[11]));
	Or OR_13(.a(a[12]), .b(b[12]), .out(out[12]));
	Or OR_14(.a(a[13]), .b(b[13]), .out(out[13]));
	Or OR_15(.a(a[14]), .b(b[14]), .out(out[14]));
	Or OR_16(.a(a[15]), .b(b[15]), .out(out[15]));
endmodule
==> flow/run.sh <==
#!/bin/bash
# OpenROAD 26Q1-2900-gdf79404cd8, Yosys 0.63+post, stock flow scripts
make -C /OpenROAD-flow-scripts/flow DESIGN_CONFIG=/design/flow/config.mk WORK_HOME=/design/flow/orfs finish
==> flow/config.mk <==
export PLATFORM = sky130hd
export DESIGN_NAME = Or16
export DESIGN_NICKNAME = Or16
export VERILOG_FILES = /design/flow/design.v
export SDC_FILE = /design/flow/constraint.sdc
export NUM_CORES = 4
export LEC_CHECK = 1
export CORE_AREA = 10 10 70 70
export DIE_AREA = 0 0 80 80
==> flow/constraint.sdc <==
current_design Or16

set clk_period 1.0
set clk_io_pct 0.2

create_clock -name clk0 -period $clk_period

set non_clock_inputs [all_inputs -no_clocks]
set_input_delay [expr $clk_period * $clk_io_pct] -clock clk0 $non_clock_inputs
set_output_delay [expr $clk_period * $clk_io_pct] -clock clk0 [all_outputs]
==> results.yml <==
# flow metrics
outcome:
  status: "complete, no violations"
synthesis:
  ys_area_sq_um: 220
  top_area_frac: 0.545
  topCellsByArea: "buf_4 55%, or2_1 45%"
  ys_cells: 32
  syn_inst: 32
  ys_types: 2
  yosys_warnings: 0
  common_cells: "16 x buf_4, 16 x or2_1"
  yosysSeqAreaShare: 0
  top_area_cell: "buf_4"
  syn-cell-area_sq_um: 220
  syn_avg_cell_area_sq_um: 6.88
drt:
  routed_wl_um: 1060
  drt-initial-drc-count: 0
  vias_per_cell: 2.45
  drtAntennaViolNets: 0
  vias: 269
  antenna-diode-count: 0
  dr.pass1.iters: 1
  remaining_drc_errors: 0
  routed_wire_length_per_instance_um: 9.64
floorplan:
  dieHeight_um: 80
  row_count: 21
  fp-utilization: 0.0645
  die_area_sq_mm: 0.00640
  core_area_sq_mm: 0.00342
  die_w_um: 80
  ios: 48
global_route:
  antenna_found_initial: 0
  grt_max_degree: 2
  grt.overflow.total: 0
  grt_pass1_wl_um: 1550
  grt_usage: 0.0289
  grt_pass1_vias: 285
min_path:
  min_from: "b[10]"
  hp-class: "input port to output pin"
placed_design:
  pre_cts_ws_ps: -481
  place_congestion: 0.712
  io_buffers: 48
  placed_cell_area_sq_um: 638
clock_network:
  hold_buffers: 0
  postCtsSetupRepairBufs: 0
setup_path:
  path_cells: "dlygate4sd2_1 -> or2_1 -> buf_2"
  crit_slowest_cell: "dlygate4sd2_1"
  cp-startpoint: "a[13]"
  critPathArrivalTime_ps: 760
  crit_type: "input port to output pin"
  start_kind: "input port"
  worstSetupEndpoint: "out[13]"
  required_ps: 800
  path_max_fanout: 1
  slowest_delay_ps: 220
  setup.worst_path.end_class: "output pin"
flow_run:
  warnings: 32
  drv_cap: 0
pwr:
  ir_worst_vdd_uv: 41.3
  power.total_uw: 122
  p_leak_nw: 0.247
  power_density_mw_per_mm2: 234
cells_and_area:
  clockBufferCount: 0
  flop_area_sq_um: 0
  syn_to_final_growth_pct: 136
  nFillCells: 421
  fin_area_sq_um: 519
  seq_cell_count: 0
  drive_gt1_frac: 0.250
  logic_area_sq_um: 100
sta:
  clock.fmax_ghz: 1.04
  layout_min_cycle_time_ps: 960
  fin_setup_tns_ps: 0
  finalClockPeriodUsage: 0.960
  finalSetupViolations: 0
  final_hold_viol_count: 0
  tightest_slew_ps: 53.3
  slew_violations: 0
  maxSlewHeadroom: 0.964
  setup_slack_ps: 40.5
  rsz0062_at_grt: "false"
[critical path, delay by kind of cell]
family / cells / cell delay [ps]
buffers and inverters: 2 / 340
and+or+nand+nor: 1 / 220
[power by group]
part	internal [mW]	total, mW	switching, mW	leakage, nW
clock network	0	0	0	0
registers	0	0	0	0
logic	0.0981	0.122	0.0235	0.247
[worst min path at each step]
stage | endpoint | slack [ps] | cells after the start
after CTS | out[10] | 740 | 3
after global routing | out[15] | 760 | 3
final | out[10] | 740 | 3
[final cells by class]
cell class | instances | share of cell area
multi-input combinational | 16 | 0.193
tap | 46 | 0.111
timing repair buffer | 48 | 0.696
[logic make-up (layout without fill, tap and decap cells)]
family	count (synthesis)	after routing	synth area share
buffers and inverters	16	48	0.545
AND/OR/NAND/NOR	16	16	0.455
[stage by stage]
| step | util | hold WS (ps) | cells |
|---|---|---|---|
| 2_1_floorplan | - | 549 | 32 |
| 3_3_place_gp | 0.187 | 1390 | 110 |
| 3_5_place_dp | 0.187 | 1380 | 110 |
| 4_1_cts | 0.152 | 745 | 110 |
| 5_1_grt | 0.152 | 756 | 110 |
| 6_report | 0.152 | 741 | 110 |
[layer usage]
metal,share of wire,GRT usage,vias to the layer above
met5,0,0,-
li1,-,-,144
met1,0.40,0.0343,100
met2,0.44,0.0465,25
met4,0,0,0
met3,0.15,0.0170,0
[layout by cell type (no fill, tap or decap), drive strengths merged]
master	netlist	final
buf	16	16
clkdlybuf4s15	0	1
dlygate4sd2	0	31
or2	16	16
[what timing repair did]
item | CTS | global route
endpoints found under the hold margin | 0 | 0
resized | 81 | 1
pin swaps | 16 | 2
endpoints found under the setup margin | 16 | 2
Power figures rest on the tool's default switching activity, not on a simulated workload.
